===== design/flow/run.sh =====
#!/bin/bash
# OpenROAD 26Q1-2900-gdf79404cd8, Yosys 0.63+post, stock flow scripts
make -C /OpenROAD-flow-scripts/flow DESIGN_CONFIG=/design/flow/config.mk WORK_HOME=/design/flow/orfs finish

===== design/flow/config.mk =====
export PLATFORM = sky130hd
export DESIGN_NAME = mem_controller
export DESIGN_NICKNAME = mem_controller
export VERILOG_FILES = /design/flow/design.v
export SDC_FILE = /design/flow/constraint.sdc
export NUM_CORES = 4
export LEC_CHECK = 1
export CORE_UTILIZATION = 50

===== design/flow/constraint.sdc =====
current_design mem_controller

set clk_period 53.8
set clk_io_pct 0.2

create_clock -name clk0 -period $clk_period [get_ports {clk}]

set non_clock_inputs [all_inputs -no_clocks]
set_input_delay [expr $clk_period * $clk_io_pct] -clock clk0 $non_clock_inputs
set_output_delay [expr $clk_period * $clk_io_pct] -clock clk0 [all_outputs]

===== design/flow/design.v =====
module mem_controller #(
  parameter FIFO_WIDTH = 8
) (
  input clk,
  input rst,                     
  input rx_fifo_empty,           
  input tx_fifo_full,            
  input [FIFO_WIDTH-1:0] din,
  output rx_fifo_rd_en,          
  output tx_fifo_wr_en,          
  output [FIFO_WIDTH-1:0] dout,
  output [5:0] state_leds
);
  localparam MEM_WIDTH = 8;    
  localparam MEM_DEPTH = 256;  
  localparam NUM_BYTES_PER_WORD = MEM_WIDTH/8;
  localparam MEM_ADDR_WIDTH = $clog2(MEM_DEPTH); 
  reg [NUM_BYTES_PER_WORD-1:0] mem_we = 0;
  reg [MEM_ADDR_WIDTH-1:0] mem_addr;
  reg [MEM_WIDTH-1:0] mem_din;
  wire [MEM_WIDTH-1:0] mem_dout;
  reg [2:0] pkt_rd_cnt;
  reg [MEM_WIDTH-1:0] cmd;
  reg [MEM_WIDTH-1:0] addr;
  reg [MEM_WIDTH-1:0] data;
  reg handshake;
  memory #(
    .MEM_WIDTH(MEM_WIDTH),
    .DEPTH(MEM_DEPTH)
  ) mem(
    .clk(clk),
    .en(1'b1),
    .we(mem_we),
    .addr(addr),
    .din(mem_din),
    .dout(mem_dout)
  );
  localparam 
    IDLE = 3'd0,
    READ_CMD = 3'd1,
    READ_ADDR = 3'd2,
    READ_DATA = 3'd3,
    READ_MEM_VAL = 3'd4,
    ECHO_VAL = 3'd5,
    WRITE_MEM_VAL = 3'd6;
  reg [2:0] curr_state;
  reg [2:0] next_state;
  always @(posedge clk) begin
    if (rst) curr_state <= IDLE;
    else curr_state <= next_state;
  end
  always @(*) begin
    next_state = curr_state;
    case (curr_state)
        IDLE: begin
            if (!rx_fifo_empty) next_state = READ_CMD;
        end
        READ_CMD: begin
            if (!rx_fifo_empty) next_state = READ_ADDR;
        end
        READ_ADDR: begin
                if (cmd == 'd48) next_state = READ_MEM_VAL;
                else if(cmd == 'd49 && !rx_fifo_empty) next_state = READ_DATA;
        end
        READ_DATA: next_state = WRITE_MEM_VAL;
        READ_MEM_VAL: begin
            if (!tx_fifo_full) next_state = ECHO_VAL;
        end
        ECHO_VAL: begin
            next_state = IDLE;
        end
        WRITE_MEM_VAL: next_state = IDLE;
    endcase
  end
    always @(*) begin
    end
    wire rd_en;
    assign rd_en = !rx_fifo_empty && (
        curr_state == IDLE
        || curr_state == READ_CMD
        || (curr_state == READ_ADDR && cmd == 'd49));
    wire wr_en;
    assign wr_en = !tx_fifo_full && (
        curr_state == ECHO_VAL);
    always @(posedge clk) begin
        if (curr_state == READ_CMD) cmd <= din;
        if (curr_state == READ_ADDR) addr <= din;
        if (curr_state == READ_DATA) data <= din;
        if (curr_state == READ_MEM_VAL) begin
            mem_addr <= addr;
        end
        if (curr_state == WRITE_MEM_VAL) begin
            mem_addr <= addr;
            mem_din <= data;
            mem_we[0] <= 1;
        end
        if (curr_state == IDLE) begin
            mem_we[0] <= 0;
        end
    end
  assign state_leds = curr_state;
  assign rx_fifo_rd_en = rd_en;
  assign tx_fifo_wr_en = wr_en;
  assign dout = mem_dout;
endmodule
module memory #(
    parameter MEM_WIDTH = 32,
    parameter DEPTH = 128,
    parameter NUM_BYTES_PER_WORD = MEM_WIDTH/8,
    parameter MEM_ADDR_WIDTH = $clog2(DEPTH)
) (
    input clk,
    input en, 
    input [NUM_BYTES_PER_WORD-1:0] we,
    input [MEM_ADDR_WIDTH-1:0] addr,
    input [MEM_WIDTH-1:0] din,
    output reg [MEM_WIDTH-1:0] dout
);
    reg [MEM_WIDTH-1:0] mem [DEPTH-1:0];
    integer i;
    always @(posedge clk) begin
        if (en) begin
            for(i=0; i < NUM_BYTES_PER_WORD; i=i+1) begin
                if (we[i]) begin
                    mem[addr][i*8 +: 8] <= din[i*8 +: 8];
                end
            end
        dout <= mem[addr];
        end
    end
endmodule

==> Table 3: Implementation characteristics <==
Implementation parameters

Parameter                              Value

Floorplan
  Floorplan core area    between 150000 and 200000 sq um
  Std cell rows    146
  I/O pin total    28
  Die Y    401 um
  Die Wd    about 400 um
  Starting density of the core    a little over 50%
  Die ar.    161000 sq um

Final timing
  Total of endpoints with negative setup slack in the final report    0
  Relative slew slack    ~31%
  Final Hold Vio Count    0
  Final Cycle Share    42.5%
  Worst Clk Skew    0.0565 ns
  Pin slew with the least headroom to its limit    a little over 1 ns
  Setup repair after global routing missed its margin    false
  Min Clock Period, post-route    22.86 ns
  Fin Setup TNS    0 ns
  Pins over their slew limit    0
  Final Worst Setup Slack    about 31 ns
  Achievable frequency    43.7 MHz

Placement
  Tally of buffers added on design ports    24
  Sum of net half-perimeters after detailed placement    roughly 110 mm
  Placer Congestion    a little under 0.9
  Setup Slack @ Placement    ~31 ns
  DP Cell Count    between 5000 and 6000

Route
  Wirelength, routed    between 150 and 200 mm
  1st-pass router iterations    7
  Total via count in the routed design    roughly 37000
  Wire length per cell after detailed routing    30.7 um
  Initial DRC count    2441
  Post-DR vias/cell    6.20
  Number of design rule violations left after detail routing    0
  Post-DRT Antenna Nets    0

Synthesis
  Netlist area before placement    79800 sq um
  Synth warn    2
  Share of synthesized area occupied by flip-flops and latches    roughly 79%
  Summed standard-cell area reported by yosys    between 70000 and 80000 sq um
  Flop and latch count out of synthesis    2092
  Number of distinct library cells after synthesis    36
  Post-Syn Instances    3624
  Fraction of synthesis flops using an asynchronous set or reset pin    0%
  Avg Cell Area, Syn    22.0 sq um
  Main flop type after synthesis    edfxtp_1
  Count of library flops with an enable pin    2080
  Count of instantiated cells in the yosys netlist    3624

Clocking
  Sink count of the clock tree    2092
  Clock root buffer master    clkbuf_16
  Clock Pin Slew Worst Setup and Hold Paths    around 0.060 ns
  Maximum number of buffers from clock root to sink    3
  CTS tree    built
  Post-CTS Setup Repair Bufs    0
  Clk latency late pin    0.82 ns
  Post-cts gate resize count    0
  H-tree Lvls    4
  CTS buffer count    204
  Post-CTS Hold Fix Bufs    0

Final layout
  Tally of filler cells in the layout    11200
  Number of standard cells in the final layout excluding fillers    6006
  Synth-to-layout area growth    12.2%
  Leading cell types in the layout, fill and taps excluded    edfxtp_1 (2080), mux4_2 (511), a22oi_1 (256)
  Most common logic cell in the routed design    edfxtp_1
  Proportion of layout cells with a drive suffix above 1    between 20% and 30%

Critical path
  Required arrival time at the worst endpoint    roughly 43 ns
  Highest fanout seen on the critical path    2
  Critical Path Source Type    primary input
  Arrival time worst endpoint    about 12 ns
  Crit path kind    in -> out
  Sort of element at the end of the critical path    output port

Pwr
  Power after layout    approximately 3.3 mW
  Worst supply voltage drop on vdd    ~0.033 mV
  Lkg Pwr    about 27 nW
  Power Dens Cells    around 37 nW/um^2

Min path
  Class of the tightest hold or removal check    reg -> reg

Global routing
  Met3 track demand over resource in global routing    21.0%
  Remaining global-route overflow    0
  Global-route met2 utilization    between 30% and 40%
  Busiest grt layer    met2
  Wire length of the first global-routing pass    274 mm
  Met1 usage    around a third
  Total routing resource utilization after global routing    around a quarter
  Initial antenna violation count    3
  Vias in the first global route    roughly 43000
  Pin count of the biggest net entering global routing    roughly 140

Flow run
  Total tool warning count    between 40 and 50
  Max-capacitance violation count    0

Run status
  Run status    complete, no violations
flip-flops by register name (all words and copies together), names as in the netlist:
register,cells
addr,8
cmd,8
curr_state,3
data,8
mem.dout,8
mem.mem,2048
mem_din,8
mem_we,1
critical path, cell delays in order:
cell and delay, ns:
clkdlybuf4s50_1 0.45, nor4b_1 0.36, clkdlybuf4s50_1 0.54
logic make-up (layout without fill, tap and decap cells):
logic type             Yosys count  count (layout)  share of synthesized area [%]
DFF                           2092            2092                           78.6
muxes                          512             512                           14.5
AOI/OAI and AO/OA              428             428                           3.66
and+or+nand+nor                351             351                           1.86
buffers and inverters          240             546                           1.40
other                            1               5                        0.00470
metal layers:
layer	vias up	part of all wire, %
li1	15700	-
met1	19000	31
met2	2310	48
met3	307	18
met4	8	2.9
met5	-	0.16
cell type report:
| cell class | count | area (sq um) | area share [%] |
|---|---|---|---|
| diodes | 2 | 5.00 | 0.00559 |
| clock buffers | 248 | 5420 | 6.06 |
| clock inverters | 121 | 1260 | 1.41 |
| inverters | 2 | 7.51 | 0.00839 |
| multi-input cells | 1294 | 16000 | 17.9 |
| flip-flops and latches | 2092 | 62700 | 70.1 |
| well taps | 2072 | 2590 | 2.90 |
| repair buffers | 175 | 1450 | 1.62 |
report_power, final:
group / internal (mW) / total (mW) / switching, mW
clock: 0.820 / 1.41 / 0.587
sequential: 1.77 / 1.77 / 0.00258
combinational: 0.0513 / 0.124 / 0.0724
final timing paths:
path	start	end	slack, ns	depth (start not counted)
max	tx_fifo_full	tx_fifo_wr_en	30.94	3
min	data[0]	mem_din[0]	0.42	0
max reg2reg	addr[0]	mem.dout[4]	47.82	10
min reg2reg	data[0]	mem_din[0]	0.42	0
cells in the mapped netlist, types with 12 or more instances:
cell,count,share of area [%]
edfxtp_1,2080,78
mux4_2,511,14
a22oi_1,256,2.4
nor2_1,236,1.1
clkbuf_1,153,0.72
a21oi_1,131,0.82
buf_2,42,0.26
nor3_1,33,0.21
o41ai_1,32,0.35
nand2_1,31,0.15
buf_1,15,0.071
buf_6,14,0.20
nand3_1,14,0.088
buf_4,13,0.12
dfxtp_1,12,0.30
per-stage QoR:
stage	hold slack [ns]	instance area [sq um]	utilization [%]
2_1_floorplan	0.400	79800	-
3_3_place_gp	0.408	82800	52.3
3_5_place_dp	0.406	82800	52.3
4_1_cts	0.419	89400	56.5
5_1_grt	0.425	89400	56.5
6_report	0.416	89500	56.5
Power figures rest on the tool's default switching activity, not on a simulated workload.
