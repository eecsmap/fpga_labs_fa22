## flow/run.sh

```bash
#!/bin/bash
# OpenROAD 26Q1-2900-gdf79404cd8, Yosys 0.63+post, stock flow scripts
make -C /OpenROAD-flow-scripts/flow DESIGN_CONFIG=/design/flow/config.mk WORK_HOME=/design/flow/orfs finish
```

## flow/config.mk

```make
export PLATFORM = sky130hd
export DESIGN_NAME = fsm
export DESIGN_NICKNAME = fsm
export VERILOG_FILES = /design/flow/design.v
export SDC_FILE = /design/flow/constraint.sdc
export NUM_CORES = 4
export LEC_CHECK = 1
export CORE_UTILIZATION = 30
```

## flow/constraint.sdc

```tcl
current_design fsm

set clk_period 8.7
set clk_io_pct 0.2

create_clock -name clk0 -period $clk_period [get_ports {clk}]

set non_clock_inputs [all_inputs -no_clocks]
set_input_delay [expr $clk_period * $clk_io_pct] -clock clk0 $non_clock_inputs
set_output_delay [expr $clk_period * $clk_io_pct] -clock clk0 [all_outputs]
```

## flow/design.v

```verilog
module fcw_ram(
    input clk,
    input rst,
    input rd_en,
    input wr_en,
    input [1:0] addr,
    input [23:0] d_in,
    output reg [23:0] d_out
);
    reg [23:0] ram [3:0];
    always @(posedge clk) begin
        if (rst) begin
            ram[0] <= 24'd60508;  
            ram[1] <= 24'd67934;
            ram[2] <= 24'd71922;
            ram[3] <= 24'd80723;
        end
        else if (wr_en)
            ram[addr] <= d_in;
    end
    always @(posedge clk) begin
        if (rd_en) begin
            d_out <= ram[addr];
        end
    end
endmodule
module fsm #(
    parameter CYCLES_PER_SECOND = 125_000_000,
    parameter WIDTH = $clog2(CYCLES_PER_SECOND)
)(
    input clk,
    input rst,
    input [2:0] buttons,
    output [3:0] leds,
    output [23:0] fcw,
    output [1:0] leds_state
);
    localparam STATE_REGULAR_PLAY = 0;
    localparam STATE_REVERSE_PLAY = 1;
    localparam STATE_PAUSED = 2;
    localparam STATE_EDIT = 3;
    reg [1:0] current_state = STATE_REGULAR_PLAY;
    reg [1:0] next_state;
    assign leds_state = current_state;
    always @(*) begin
        next_state = current_state;
        case (current_state)
            STATE_REGULAR_PLAY: 
                if (buttons[1]) next_state = STATE_REVERSE_PLAY;
                else if (buttons[0]) next_state = STATE_PAUSED;
            STATE_REVERSE_PLAY:
                if (buttons[1]) next_state = STATE_REGULAR_PLAY;
                else if (buttons[0]) next_state = STATE_PAUSED;
            STATE_PAUSED:
                if (buttons[0]) next_state = STATE_REGULAR_PLAY;
                else if (buttons[2]) next_state = STATE_EDIT;
            STATE_EDIT:
                if (buttons[2]) next_state = STATE_PAUSED;
        endcase
    end
    always @(posedge clk) begin
        if (rst) current_state <= STATE_REGULAR_PLAY;
        else current_state <= next_state;
    end
    reg [WIDTH-1:0] count = 0;
    reg one_second = 0;
    always @(posedge clk) begin
        if (rst) count <= 0;
        else if (current_state == STATE_REGULAR_PLAY || current_state == STATE_REVERSE_PLAY) begin
            if (count == CYCLES_PER_SECOND - 1) count <= 0;
            else count <= count + 1;
        end
        if (!rst && (current_state == STATE_REGULAR_PLAY || current_state == STATE_REVERSE_PLAY) && count == CYCLES_PER_SECOND - 2) one_second <= 1;
        else one_second <= 0;
    end
    reg [1:0] note_addr = 0;
    always @(posedge clk) begin
        if (rst) note_addr <= 0;
        else if (one_second) begin
            case (current_state)
                STATE_REGULAR_PLAY: note_addr <= note_addr + 1;
                STATE_REVERSE_PLAY: note_addr <= note_addr - 1;
                default: note_addr <= note_addr;
            endcase
        end
    end
    reg [3:0] _leds;
    always @(posedge clk) begin
        _leds = 4'b0000;
        case (note_addr)
            'd0: _leds[0] = 1;
            'd1: _leds[1] = 1;
            'd2: _leds[2] = 1;
            'd3: _leds[3] = 1;
        endcase
    end
    assign leds = _leds;
    reg [23:0] _fcw = 0;
    always @(*) begin
        case (current_state)
            STATE_REGULAR_PLAY: _fcw = d_out;
            STATE_REVERSE_PLAY: _fcw = d_out;
            STATE_EDIT: _fcw = _fcw_edit;
            default: _fcw = 0;
        endcase
    end
    assign fcw = _fcw;
    localparam FCW_MAX = 1375182;  
    localparam FCW_MIN = 2750;  
    localparam STEP = 10000;
    reg [23:0] _fcw_edit = 0;
    reg _wr_en = 0;
    reg [23:0] _temp = 0;
    always @(posedge clk) begin
        if (current_state == STATE_EDIT) begin
            if (buttons[0]) begin
                _temp = _fcw_edit - STEP;
                if (_temp > _fcw_edit) _temp = FCW_MIN;  
            end
            else if (buttons[1]) begin
                _temp = _fcw_edit + STEP;
                if (_temp < _fcw_edit) _temp = FCW_MAX;  
            end
            else _temp = _fcw_edit;
            if (_temp < FCW_MIN) _temp = FCW_MIN;
            if (_temp > FCW_MAX) _temp = FCW_MAX;
            _fcw_edit <= _temp;
            if (rst) _wr_en <= 0;
            else _wr_en = 1;
        end
        else begin
            _fcw_edit <= d_out;
            _wr_en = 0;
        end
    end
    assign d_in = _fcw_edit;
    wire [1:0] addr;
    assign addr = note_addr;    
    wire wr_en, rd_en;
    assign rd_en = 1;
    assign wr_en = _wr_en;
    wire [23:0] d_in, d_out;
    fcw_ram notes (
        .clk(clk),
        .rst(rst),
        .rd_en(rd_en),
        .wr_en(wr_en),
        .addr(addr),
        .d_in(d_in),
        .d_out(d_out)
    );
endmodule
```

==> flow_metrics.py <==
# Physical implementation metrics
metrics = {
    "run_status": {
        "outcome": "completed",
    },
    "floorplan": {
        "pin_count": 35,
        "core-area_mm2": 0.03091,
        "die_y_um": 179.9,
        "rows": 64,
        "die_w_um": 179.9,
        "chipArea_mm2": 0.03238,
        "initCoreUtil": 0.3073,
    },
    "final_timing": {
        "finalSetupTns_ns": 0,
        "rsz0062_at_grt": "false",
        "slew_headroom": 0.4723,
        "slew_viol_final": 0,
        "final.setup_skew_ns": 0.009505,
        "max_freq_ghz": 0.1828,
        "setup_viol": 0,
        "worst_pin_slew_ns": 0.7916,
        "min_period_ns": 5.471,
        "hold_violations": 0,
        "period_used_share": 0.6289,
    },
    "final_layout": {
        "final_common_cell": "edfxtp_1",
        "drive_gt1_frac": 0.1055,
        "lay_top_cells": "edfxtp_1, dfxtp_1, nor2_1, nand2_1, inv_1",
        "fillCellCount": 3057,
        "final_util": 0.3460,
        "area_growth_pct": 12.59,
    },
    "drt": {
        "final_antenna_net_count": 0,
        "drc": 0,
        "routed_wl_um": 25400,
        "insertedDiodeCount": 0,
        "drt_iter0_markers": 539,
        "dr.pass1.iters": 23,
        "routed-via-count": 7063,
        "viasPerCell": 5.331,
        "avgRoutedWirePerCell_um": 19.17,
    },
    "synth": {
        "yosys-stat-area_mm2": 0.009499,
        "ys.flops": 181,
        "ys_types": 88,
        "synth.cell_area_mm2": 0.009499,
        "synthArstFlopShare": 0,
        "syn_inst": 913,
        "avgSynthCellArea_um2": 10.40,
        "seq_area_frac_synth": 0.4826,
        "edf_count": 96,
        "ff_type": "edfxtp_1",
        "yosys-stat-cells": 913,
        "ys_warn_count": 2,
    },
    "clock_tree": {
        "ctsRootBufferMaster": "clkbuf_16",
        "hold_buffers": 0,
        "clockBufferDepth": 2,
        "cts_tree": "done",
        "path_clk_slew_ns": 0.06,
        "insertion_delay_ns": 0.42,
        "ctsResizeCount": 0,
        "h-tree-depth": 4,
        "cts_setup_buffers": 0,
        "cts_sinks": 181,
        "cts_made_buffers": 17,
    },
    "critical_path": {
        "crit_required_ns": 8.98,
        "reg2reg_to": "_fcw_edit[7]$_DFF_P_",
        "cp-end-kind": "flop",
        "critical_path_class": "flop to flop",
        "r2r-start": "_fcw_edit[4]$_DFF_P_",
        "crit_arrival_ns": 5.75,
        "reg2reg_depth": 18,
        "startpoint": "_fcw_edit[4]$_DFF_P_",
        "cp_max_fo": 15,
        "cp-start-kind": "flop",
        "r2r_setup_slack_ns": 3.23,
    },
    "place": {
        "io_buffers": 34,
        "gp_congestion": 0.9296,
        "dpl.hpwl_um": 17470,
    },
    "pwr": {
        "p_leak_nw": 3.676,
        "p_per_area_mw_per_mm2": 168.1,
        "peakVddDrop_uv": 146.1,
    },
    "worst_hold_path": {
        "hp-start": "notes.d_out[7]$_DFF_P_",
        "hold_depth": 2,
        "hp-class": "flop to flop",
        "hold_path_end": "_fcw_edit[7]$_DFF_P_",
    },
    "run": {
        "cap_violations": 0,
        "tool_warnings": 38,
    },
    "global_routing": {
        "grt_overflow": 0,
        "grt_pass1_wl_um": 40040,
        "antenna_found_initial": 0,
        "grt_pass1_vias": 6923,
        "track_usage": 0.1648,
        "grt_max_degree": 48,
    },
}
## synth_stat cells (16+ instances only)
cell type  number  area share
o22ai_1        17       0.011
inv_1          40       0.016
and3_1         16       0.011
nor2_1         77       0.030
xor2_1         23       0.021
nand3_1        27       0.014
nor4_1         35       0.023
mux4_2         24       0.057
a21oi_1        24       0.013
and2_1         30       0.020
nand2b_1       21       0.014
xnor2_1        19       0.018
ha_1           27       0.036
nand2_1        74       0.029
o21ai_0        24       0.013
clkbuf_1       50       0.020
dfxtp_1        85        0.18
edfxtp_1       96        0.30
## flip-flops by register name, indices dropped and copies added, names as in the netlist
| signal | count |
|---|---|
| _leds | 4 |
| one_second | 1 |
| notes.ram | 96 |
| _wr_en | 1 |
| current_state | 2 |
| notes.d_out | 24 |
| _fcw_edit | 24 |
| note_addr | 2 |
| count | 27 |
## power by group
part / internal (W) / leakage [nW] / switching (W) / total (W)
Sequential: 0.000918 / 1.56 / 0.0000202 / 0.000938
Combinational: 0.0000683 / 1.87 / 0.000108 / 0.000177
Clock: 0.000363 / 0.240 / 0.000320 / 0.000683
## per-layer routing
layer,global-route usage,vias up,wire length [um]
li1,-,3382,-
met1,0.2297,3430,11120
met2,0.2644,226,12060
met3,0.05365,25,1865
met4,0.01931,0,358
met5,0,-,0
## kinds of logic after synthesis
family / after synthesis / synth area share
AND/OR/NAND/NOR: 347 / 0.1927
AND-OR/OR-AND: 174 / 0.1374
XOR/XNOR: 42 / 0.03872
adder cells (fa/ha/maj): 27 / 0.03556
multiplexers: 30 / 0.06362
buffers and inverters: 112 / 0.04939
flip-flops: 181 / 0.4826
## how the worst max path moves through the flow
| stage | slack [ns] | endpoint | cells past startpoint |
|---|---|---|---|
| 6_report | 3.23 | _fcw_edit[7]$_DFF_P_ | 18 |
| 4_1_cts | 3.29 | _fcw_edit[1]$_DFF_P_ | 18 |
| 5_1_grt | 2.78 | _fcw_edit[1]$_DFF_P_ | 18 |
## critical path, stage by stage, from the launching register on
cell	delay, ns
dfxtp_1	0.57
ha_1	0.25
nand3_1	0.12
a21oi_1	0.29
a21o_1	0.24
nand2_1	0.08
nor2_1	0.11
ha_1	0.26
xnor2_1	0.25
nor2_1	0.06
and3_1	0.23
a2111oi_4	0.56
and3_1	0.47
a21oi_1	0.21
a311oi_2	0.40
nand3_1	0.20
or4b_1	0.70
nand2_4	0.21
a32oi_1	0.11
## stage by stage
| stage | setup WS (ns) | std cells | hold WS (ns) | cell area (um^2) | total power, W |
|---|---|---|---|---|---|
| CTS | 3.286 | 1325 | 0.4642 | 10700 | 0.001813 |
| floorplan | 4.039 | 913 | 0.4103 | 9499 | 0.001064 |
| finish | 3.229 | 1325 | 0.4632 | 10700 | 0.001798 |
| detailed placement | 3.212 | 1293 | 0.4549 | 10180 | 0.001132 |
| global route | 2.781 | 1325 | 0.4697 | 10700 | 0.001875 |
| global placement | 3.252 | 1293 | 0.4480 | 10180 | 0.001133 |
## area by class of cell
class | count | area [um^2] | area share
clock buffer | 19 | 432.9 | 0.04048
clock inverter | 13 | 86.33 | 0.008072
multi-input combinational | 620 | 4461 | 0.4171
timing repair buffer | 50 | 460.4 | 0.04305
sequential | 181 | 4587 | 0.4289
tap | 396 | 495.5 | 0.04633
inverter | 46 | 172.7 | 0.01614
Power and IR drop assume default switching activity.
